File: flow/run.sh
#!/bin/bash
# OpenROAD 26Q1-2900-gdf79404cd8, Yosys 0.63+post, stock flow scripts
make -C /OpenROAD-flow-scripts/flow DESIGN_CONFIG=/design/flow/config.mk WORK_HOME=/design/flow/orfs finish
File: flow/config.mk
export PLATFORM = sky130hd
export DESIGN_NAME = video_gen
export DESIGN_NICKNAME = video_gen
export VERILOG_FILES = /design/flow/design.v
export SDC_FILE = /design/flow/constraint.sdc
export NUM_CORES = 4
export LEC_CHECK = 1
export CORE_AREA = 10 10 70 70
export DIE_AREA = 0 0 80 80
File: flow/constraint.sdc
current_design video_gen

set clk_period 1.0
set clk_io_pct 0.2

create_clock -name clk0 -period $clk_period [get_ports {pixel_clk}]

set non_clock_inputs [all_inputs -no_clocks]
set_input_delay [expr $clk_period * $clk_io_pct] -clock clk0 $non_clock_inputs
set_output_delay [expr $clk_period * $clk_io_pct] -clock clk0 [all_outputs]
File: flow/design.v
package starsoc_params;
    parameter h_visible = 640;                                       
    parameter h_fp = 16;                                             
    parameter h_sync_zone = 96;                                      
    parameter h_bp = 48;                                             
    parameter h_max = (h_visible + h_fp + h_sync_zone + h_bp)-1;     
    parameter v_visible = 480;
    parameter v_fp = 10;
    parameter v_sync_zone = 2;
    parameter v_bp = 33;
    parameter v_max = (v_visible + v_fp + v_sync_zone + v_bp)-1;     
    parameter int visible_origin_x = 0;
    parameter int visible_origin_y = 0;
    parameter int player_x = 320;
    parameter int player_y = 240;
    parameter logic [11:0] COLOR_BLACK = 12'h000;
    parameter logic [11:0] COLOR_WHITE = 12'hFFF;
    parameter logic [11:0] COLOR_RED   = 12'hF00;
    parameter logic [11:0] COLOR_GREEN = 12'h0F0;
    parameter logic [11:0] COLOR_BLUE  = 12'h00F;
    parameter logic [11:0] COLOR_YELLOW = 12'hFF0;
    parameter logic [11:0] COLOR_CYAN   = 12'h0FF;
    parameter logic [11:0] COLOR_MAGENTA = 12'hF0F;
endpackage
import starsoc_params::*;
module video_gen
(
    input         pixel_clk,            
    input         reset,
    input [9:0]   pixel_x,              
    input [9:0]   pixel_y,              
    input  [9:0]  next_pixel_x,         
    input  [9:0]  next_pixel_y,         
    input         hsync,                
    input         vsync,                
    input         video_on,             
    input         next_video_on,        
    output [11:0] rgb_out,              
    output [23:0]  tdata,
    output         tvalid,
    output         tuser,
    output         tlast,
    input          tready                
);
logic [11:0] rgb_reg;
wire [7:0] r = {rgb_out[11:8], rgb_out[11:8]};
wire [7:0] g = {rgb_out[7:4],  rgb_out[7:4]};
wire [7:0] b = {rgb_out[3:0],  rgb_out[3:0]};
always_ff @(posedge pixel_clk, posedge reset) begin
        if(reset) begin
            rgb_reg = COLOR_RED;
        end else begin
            if (((pixel_x >= player_x - 10) && (pixel_x < player_x + 10)) && 
            ((pixel_y >= player_y - 20) && (pixel_y < player_y + 20))) begin
                rgb_reg = COLOR_CYAN;
            end else if (pixel_x == 330) begin
                rgb_reg = COLOR_RED;
            end else begin
                rgb_reg = COLOR_BLUE;
            end
        end 
    end 
assign rgb_out = rgb_reg;
assign tdata  = {r, g, b} && (reset == 0);                                                                   
assign tvalid = tready; 
assign tuser  = (pixel_x == visible_origin_x && pixel_y == visible_origin_y) && (reset == 0);  
assign tlast  = (pixel_x == h_visible-1) && (reset == 0);                                               
endmodule
==> results.toml <==
# flow metrics
[synthesis]
yosys-stat-area_um2 = 504.2
avgSynthCellArea_um2 = 7.526
ys_sh_aoi_pct = 6.203
async_flop_share_pct = 100.0
yosysWarningCount = 1
yosys.area.top_type = "buf_4"
ys_sh_adder_pct = 0
xor_area_share_pct = 0
ff_type = "dfrtp_1"
postSynthSeqShare_pct = 15.14
topCombFamilyByArea = "buffers and inverters"
common_cells = "33 x buf_4, 5 x nand2_1, 4 x nor2_1, 4 x nor4_1"
ys_ff = 3
syn_inst = 67
topCellsByArea = "buf_4 49%, dfrtp_1 9.9%, dfstp_2 5.2%, nor4_1 5.0%, nand2_1 3.7%"
top_cell = "buf_4"
mux_share_pct = 0
synth_cell_types = 21
top_area_share_pct = 49.13
yosys.area_share.simple_pct = 28.04
yosys_cells = 67
netlist_area_um2 = 504.2
edf_count = 0

[die]
chipArea_um2 = 6400
core_area_um2 = 3416
chipHeight_um = 80
fp-row-count = 21
io_pins = 86
fp-utilization_pct = 14.76
die_w_um = 80

[placed_design]
io_buffers = 36
gp_congestion = 0.8508
dp_slack_ns = -1.054
dpl.hpwl_um = 1558

[cells_and_area]
mi_logic_area_um2 = 335.3
post_route_cells_drive_above_1_share_pct = 52.17
fillers = 371
syn2layout_area_growth_pct = 89.83
flop_area_um2 = 76.32
largest_reg_flops = 3

[global_routing]
grt_pass1_wl_um = 2746
grt_max_degree = 5
gr-total-overflow = 0
grt_pass1_vias = 618
track_usage_pct = 5.095
antenna_found_initial = 0

[clocking]
cts_root_buf = "clkbuf_4"
cts_sinks = 3
cts_buffers = 3
clk_pin_slew_ns = 0.04
h-tree-depth = 1
ctsLongestPathBuffers = 2
cts_tree = "built"

[timing]
grt_setup_unrepaired = "true"
max_freq_ghz = 0.8310
finalCritPeriodShare_pct = 120.3
finalHoldViolations = 0
fin_crit_ns = 1.203
setup_viol_count_final = 15
finalMaxSlewViolations = 0
hold_ws_ns = 0.2518
finalWorstSetupSlack_ns = -0.2034

[worst_setup_path]
worst_setup_path_end_kind = "output pin"
critPathLaunch = "pixel_x[7]"
endpoint = "tlast"
required_ns = 0.80
cp_max_fo = 2
arrival_ns = 1.00
worstSetupStartpointType = "primary input"
crit_type = "in2out"

[drt]
drc = 0
firstDrtPassIters = 4
antennaDiodeCount = 0
wire_per_inst_um = 11.32
vias_per_cell = 3.460
drt_first_iter_violations = 13
antenna_left = 0
routed_wl_um = 1823
num_vias = 557

[outcome]
violations = "negative setup slack"
outcome = "finished with violations"

[power]
ir_worst_vdd_mv = 0.2464
power_density_nw_per_um2 = 538.6
p_total_uw = 515.5
leakage_nw = 0.4541

[run]
warnings = 51
drv_cap = 0

[worst_hold_path]
worstHoldStart = "pixel_x[8]"
hold_class = "in2reg"
## report_power, final
group          switching (mW)  total, mW  internal, mW
clock network          0.0676      0.217         0.150
registers            0.000110      0.123         0.122
logic                  0.0784      0.176        0.0971
## layer usage
metal	share of wire, %	vias up	GRT usage [%]
met2	39	44	7.544
li1	-	270	-
met1	46	240	6.516
met5	0	-	0
met3	13	3	2.614
met4	1.2	0	0.8803
## cell type report
class / count / area share (%)
Tap cell: 46 / 6.013
Multi-Input combinational cell: 52 / 35.03
Sequential cell: 3 / 7.974
Inverter: 1 / 0.3922
Timing Repair Buffer: 55 / 47.84
Clock buffer: 4 / 2.745
## critical path, cell delays in order
cell and delay (ns):
buf_6 0.09, nand4b_1 0.19, nor4_2 0.22, and4_1 0.21
buf_2 0.10
## stage by stage
step	instance area [µm²]	setup TNS, ns	std cells	utilization (%)
2_1_floorplan	586.8	0	89	-
3_3_place_gp	832.0	-5.849	148	24.36
3_5_place_dp	832.0	-5.982	148	24.36
4_1_cts	920.9	-1.733	160	26.96
5_1_grt	957.2	-2.381	161	28.02
6_report	957.2	-1.706	161	28.02
## cell families (layout without fill, tap and decap cells)
kind of cell,Yosys count,in the layout
simple gates,25,25
compound gates,4,4
other cells,1,23
flops,3,3
buf+inv,34,60
## placed cells by master, fill, tap and decap left out
| cell | count |
|---|---|
| dfstp_2 | 1 |
| dlygate4sd2_1 | 2 |
| clkdlybuf4s15_1 | 4 |
| nor4_2 | 1 |
| nand3_1 | 2 |
| or3_1 | 2 |
| buf_4 | 16 |
| clkbuf_1 | 1 |
| nand2_1 | 5 |
| nand4b_1 | 1 |
| nor3b_1 | 1 |
| conb_1 | 23 |
| dfrtp_1 | 2 |
| a221oi_2 | 1 |
| clkbuf_2 | 4 |
| and2_1 | 1 |
| nor3_2 | 1 |
| inv_1 | 1 |
| nand4_1 | 1 |
| o21ai_0 | 1 |
| clkbuf_4 | 3 |
| buf_2 | 11 |
| and4_1 | 1 |
| nor3_4 | 1 |
| dlygate4sd3_1 | 1 |
| nor2_1 | 4 |
| a31oi_1 | 1 |
| a21oi_1 | 1 |
| buf_6 | 16 |
| nor4_4 | 4 |
| buf_8 | 1 |
## how the worst min path moves through the flow
stage,end,cells past startpoint
5_1_grt,rgb_reg[7],3
4_1_cts,rgb_reg[7],3
6_report,rgb_reg[7],3
## repair_timing
| action | 4_1_cts | 5_1_grt |
|---|---|---|
| endpoints found under the hold margin | 2 | 0 |
| hold buffers | 1 | 0 |
| setup endpoints to repair | 18 | 15 |
| pin swaps | 14 | 10 |
| gates resized | 118 | 25 |
| setup buffers | 7 | 1 |
