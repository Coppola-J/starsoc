==> flow/design.v <==
package starsoc_params;
    parameter h_visible = 640;                                       
    parameter h_fp = 16;                                             
    parameter h_sync_zone = 96;                                      
    parameter h_bp = 48;                                             
    parameter h_max = (h_visible + h_fp + h_sync_zone + h_bp)-1;     
    parameter v_visible = 480;
    parameter v_fp = 10;
    parameter v_sync_zone = 2;
    parameter v_bp = 33;
    parameter v_max = (v_visible + v_fp + v_sync_zone + v_bp)-1;     
    parameter int visible_origin_x = 0;
    parameter int visible_origin_y = 0;
    parameter int player_x = 320;
    parameter int player_y = 240;
    parameter logic [11:0] COLOR_BLACK = 12'h000;
    parameter logic [11:0] COLOR_WHITE = 12'hFFF;
    parameter logic [11:0] COLOR_RED   = 12'hF00;
    parameter logic [11:0] COLOR_GREEN = 12'h0F0;
    parameter logic [11:0] COLOR_BLUE  = 12'h00F;
    parameter logic [11:0] COLOR_YELLOW = 12'hFF0;
    parameter logic [11:0] COLOR_CYAN   = 12'h0FF;
    parameter logic [11:0] COLOR_MAGENTA = 12'hF0F;
endpackage
import starsoc_params::*;
module axi_stream_wrapper 
#(
    parameter H_RES = 640,
    parameter V_RES = 480
)(
    input  logic         pixel_clk,            
    input  logic         reset,
    input  logic [9:0]   pixel_x,              
    input  logic [9:0]   pixel_y,              
    input  logic         hsync,                
    input  logic         vsync,                
    input  logic         video_on,             
    input  logic [11:0]  rgb_out,              
    output logic [23:0]  tdata,
    output logic         tvalid,
    output logic         tuser,
    output logic         tlast,
    input  logic         tready                
);
    wire [7:0] r = {rgb_out[11:8], rgb_out[11:8]};
    wire [7:0] g = {rgb_out[7:4],  rgb_out[7:4]};
    wire [7:0] b = {rgb_out[3:0],  rgb_out[3:0]};
    assign tdata  = {r, g, b};                                      
    assign tvalid = video_on;                                       
    assign tuser  = (pixel_x == h_fp) && (pixel_y == v_fp);         
    assign tlast  = (pixel_x == h_fp + h_visible - 1);              
endmodule
==> flow/run.sh <==
#!/bin/bash
# OpenROAD 26Q1-2900-gdf79404cd8, Yosys 0.63+post, stock flow scripts
make -C /OpenROAD-flow-scripts/flow DESIGN_CONFIG=/design/flow/config.mk WORK_HOME=/design/flow/orfs finish
==> flow/config.mk <==
export PLATFORM = sky130hd
export DESIGN_NAME = axi_stream_wrapper
export DESIGN_NICKNAME = axi_stream_wrapper
export VERILOG_FILES = /design/flow/design.v
export SDC_FILE = /design/flow/constraint.sdc
export NUM_CORES = 4
export LEC_CHECK = 1
export CORE_AREA = 10 10 70 70
export DIE_AREA = 0 0 80 80
==> flow/constraint.sdc <==
current_design axi_stream_wrapper

set clk_period 1.0
set clk_io_pct 0.2

create_clock -name clk0 -period $clk_period

set non_clock_inputs [all_inputs -no_clocks]
set_input_delay [expr $clk_period * $clk_io_pct] -clock clk0 $non_clock_inputs
set_output_delay [expr $clk_period * $clk_io_pct] -clock clk0 [all_outputs]
==> flow_summary.yaml <==
# flow metrics
worst_setup_path:
  crit_arrival_ps: 1300
  crit_end: "tuser"
  path_max_fanout: 2
  worstSetupPathType: "in2out"
  start_kind: "primary input"
  endpoint_kind: "primary output"
  required_ps: 800
  worstSetupStartpoint: "pixel_x[5]"
placement:
  gp_congestion: 0.816
  port_buffers: 22
  dp_hpwl_um: 826
  place_ws_ps: -1220
global_routing:
  grt_pass1_vias: 230
  grt_max_degree: 3
  antenna_found_initial: 1
  grt_pass1_wl_um: 1320
  grtUsageTotal: 0.0272
  gr-total-overflow: 0
route:
  drtPass1Iterations: 2
  wl_um: 922
  vias_per_cell: 2.55
  detail-route-antenna-nets: 0
  drc: 0
  first_iter_violations: 2
  routed-via-count: 209
  wire_per_inst_um: 11.2
sta:
  fmax_ghz: 0.666
  tightest_slew_ps: 250
  fin_ws_ps: -502
  hold_viol_final: 0
  rsz0062_at_grt: "true"
  period_used_share: 1.50
  holdWs_ps: 400
  max_slew_margin: 0.832
  fin_crit_ps: 1500
  setup_viol: 2
  slew_violations: 0
die:
  core-area_mm2: 0.00342
  chipArea_mm2: 0.00640
  die_x_um: 80
  fp-row-count: 21
  fp_util: 0.0777
  die_h_um: 80
  ios: 65
power_and_ir_drop:
  ir_drop_uv: 31.2
  power_density_mw_per_mm2: 233
  p_leak_nw: 0.148
final_layout:
  fillCellCount: 403
  clock_buffers: 0
  design.seq.count: 0
  drive_gt1_frac: 0.371
  area_growth_pct: 47.6
  comb_area_um2: 104
  seqCellArea_um2: 0
  final_util: 0.115
logic_synthesis:
  ys_chip_area_um2: 265
  syn_avg_cell_area_um2: 7.37
  syn-instance-count: 36
  common_cells: "25 x buf_4, 2 x nand3b_1, 2 x nor4b_1"
  yosys_warnings: 0
  largest_area_cell: "buf_4"
  synth-cells-yosys: 36
  syn_area_um2: 265
  top_cell_area_share: 0.708
  ys_types: 10
  synth_dominant_cell_count: "buf_4"
  ys_seq_share: 0
  area_leaders: "buf_4 71%, nor4b_1 6.6%, nand3b_1 5.7%, nor3_2 3.8%, or4_1 2.8%"
run:
  warnings: 40
  maxCapViolCount: 0
outcome:
  outcome: "finished with violations"
  violations: "setup timing"
min_path:
  hold_depth: 0
  hp-class: "in2out"
[through the flow]
step                instances  TNS (ps)  total power [mW]  instance area [um^2]
floorplan                  36      -255            0.0671                   265
detailed placement         79     -2120            0.0910                   355
global placement           79     -2100            0.0907                   355
CTS                        80      -882            0.0821                   348
global route               81      -910            0.0978                   389
finish                     82      -814            0.0913                   392
[worst max-delay path, stage by stage]
cell and delay, ps:
buf_6 90, or3_4 370, or4_4 420, nor3_2 110
buf_2 110
[layout make-up]
type               instances  share of cell area
repair buffers            24               0.581
well taps                 46               0.147
diodes                     1             0.00639
multi-input cells         11               0.265
[cell usage in the layout, fill, tap and decap left out, drive strengths merged]
master,Yosys,final
buf,25,7
clkdlybuf4s50,0,7
diode,0,1
dlygate4sd2,0,8
dlymetal6s2s,0,2
nand2,1,1
nand3b,2,2
nand4,1,1
nor3,2,2
nor4,1,1
nor4b,2,2
or3,1,1
or4,1,1
[worst min-delay path by stage]
stage         startpoint         to
finish        rgb_out[6]  tdata[10]
global route  rgb_out[3]   tdata[3]
CTS           rgb_out[6]  tdata[10]
[cell families (layout without fill, tap and decap cells)]
kind of cell	count (synthesis)	after routing	share of synthesized area
other	0	1	0
buffers and inverters	25	24	0.708
and+or+nand+nor	11	11	0.292
[repair_timing]
action / 4_1_cts / 5_1_grt
pin swaps: 4 / 4
setup endpoints to repair: 2 / 2
buffers inserted: 1 / 1
gates resized: 27 / 7
hold buffers: 0 / 0
[power by group]
group / switching, mW / leakage, nW / internal (mW)
Combinational: 0.0221 / 0.148 / 0.0692
Clock: 0 / 0.00000634 / 0.000000134
Sequential: 0 / 0 / 0
Total: 0.0221 / 0.148 / 0.0692
[routing by layer]
metal  track usage  vias up  share of wire
li1              -       97              -
met2        0.0425       17           0.45
met3        0.0205        2           0.17
met4       0.00704        0         0.0043
met1        0.0283       93           0.37
met5             0        -              0
Power figures rest on the tool's default switching activity, not on a simulated workload.
